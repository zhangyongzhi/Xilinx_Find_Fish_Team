==> /design/flow/design.v <==
`timescale 1ns / 1ps
module divider(
    input          clk,
    input          reset_n,
    input [3 : 0]  n,
    output         out
    );
    reg [3 : 0] count_n, count_p, count_n1;
    reg div_out_n, div_out_p, div_out_n1;
    wire div_n;
    assign div_n = n[0];
    always @(posedge clk, negedge reset_n) begin
        if(!reset_n) begin
            count_n <= 4'b0;
            div_out_n <= 1'b0;
            end
        else if(count_n == 4'b0) begin
            count_n <= count_n + 1'b1;
            div_out_n <= 0;
            end
        else if(count_n == n / 2 ) begin
            count_n <= count_n + 1'b1;
            div_out_n <= ~div_out_n;
            end
        else if(count_n == n - 1) begin
            count_n <= 0;
            div_out_n <= ~div_out_n;
            end            
        else
            count_n <= count_n + 1'b1;
    end
        always @(posedge clk, negedge reset_n) begin
        if(!reset_n) begin
            count_n1 <= 4'b0;
            div_out_n1 <= 1'b0;
            end
        else if(count_n == 4'b0) begin
            count_n1 <= count_n1 + 1'b1;
            div_out_n1 <= 0;
            end
        else if(count_n1 == n / 2 - 1) begin
            count_n1 <= count_n1 + 1'b1;
            div_out_n1 <= ~div_out_n1;
            end
        else if(count_n1 == n - 1) begin
            count_n1 <= 0;
            div_out_n1 <= ~div_out_n1;
            end            
        else
            count_n1 <= count_n1 + 1'b1;
    end
        always @(negedge clk, negedge reset_n) begin
        if(!reset_n) begin
            count_p <= 4'b0;
            div_out_p <= 1'b0;
            end
        else if(count_p == 4'b0) begin
            count_p <= count_p + 1'b1;
            div_out_p <= 0;
            end
        else if(count_p == n / 2 ) begin
            count_p <= count_p + 1'b1;
            div_out_p <= ~div_out_p;
            end
        else if(count_p == n - 1) begin
            count_p <= 0;
            div_out_p <= ~div_out_p;
            end            
        else
            count_p <= count_p + 1'b1;
    end
    assign out = div_n ? (div_out_n | div_out_p) : div_out_n1;
endmodule
==> /design/flow/run.sh <==
#!/bin/bash
# OpenROAD 26Q1-2900-gdf79404cd8, Yosys 0.63+post, stock flow scripts
make -C /OpenROAD-flow-scripts/flow DESIGN_CONFIG=/design/flow/config.mk WORK_HOME=/design/flow/orfs finish
==> /design/flow/config.mk <==
export PLATFORM = sky130hd
export DESIGN_NAME = divider
export DESIGN_NICKNAME = divider
export VERILOG_FILES = /design/flow/design.v
export SDC_FILE = /design/flow/constraint.sdc
export NUM_CORES = 4
export LEC_CHECK = 1
export CORE_AREA = 10 10 95 95
export DIE_AREA = 0 0 105 105
==> /design/flow/constraint.sdc <==
current_design divider

set clk_period 2.0
set clk_io_pct 0.2

create_clock -name clk0 -period $clk_period [get_ports {clk}]

set non_clock_inputs [all_inputs -no_clocks]
set_input_delay [expr $clk_period * $clk_io_pct] -clock clk0 $non_clock_inputs
set_output_delay [expr $clk_period * $clk_io_pct] -clock clk0 [all_outputs]
==> summary.txt <==
fresh numbers from the pnr run: min-delay worst type reg -> reg, asr flop ratio synth 100%, CP required 1100 ps, total CTS buffers 3, worst setup margin -613 ps, Final Hold Viols 0, Synth cell types 38, synthesized area 1200 µm², gpl congestion 0.759, initial antenna violation count 0, first-pass GRT wire length 4.24 mm, Post-synth EDFFs 0, tool warning count 31, worst setup path endpoint count_p[0]$_DFF_NN0_, die x size 105 µm, crit path launch n[1], CTS Root Cell clkbuf_8, 1st-iter DRT viols 23, DRC 0, cell taking the most area after synthesis dfrtp_1, wire length per cell 10.7 µm, Reg-to-Reg Start count_n[2]$_DFF_PN0_, Yosys warning count 1, Avg Cell Area, Syn 10.3 µm², startpoint type of the worst setup path input port, depth of the most critical reg-to-reg path 4, RSZ-0062 raised after global routing true, Area Growth Syn to Fin 46.7%, WL final 2.64 mm, R2R setup slack 260 ps, Worst-Margin Slew 442 ps, top cells by count, synth xor2_1, inv_1, dfrtp_1, xnor2_1, nor2_1, Yosys top cell area share 20.8%, clk buf depth 2, Finished Core Util 25.5%, Reg-to-Reg End count_n[1]$_DFF_PN0_, Tot Pwr 2280 µW, CTS tree yes, Worst Setup Path Type in -> reg, vias in the first global route 868, HPWL Detailed 1.91 mm, post-route non-filler standard cell count 246, Clock Sinks 15, Clock transition at path regs 40 ps, Slew Limit Fails 0, Slew headroom 70.1%, io pins 7, clk latency of the worst-skew pair 260 ps, vias per std cell 3.67, Finished Cell Area 1760 µm², final setup fails 10, peak supply drop 0.249 mV, core area 6910 µm², DR vias 903, Critical Path AT 1710 ps, Die ar. 11000 µm², drt first pass iters 4, Post-Place Cells 232, violated checks negative setup slack, leakage 0.000796 µW, cells after synthesis 117, post-cts hold-fix buffer tally 0, Most common reg cell dfrtp_1, skew final 0.375 ps, largest net degree at the start of global routing 11, crit-path max FO 4, status finished with violations, ys cells 117, H-tree level count 1, Max Cap Viol 0, filler cell count in the final layout 729, fp_density 17.4%, ANT cells 0, Post-DRT Antenna Nets 0, IO Port Bufs 6, register share after synthesis 31.2%, final hold slack 495 ps, layout cells sized above 1 38.7%, Synth area leaders dfrtp_1, dfrtn_1, xor2_1, Yosys top cell by instances xor2_1, Crit. End Element flip-flop, Core Rows 30, Overflow after GRT 0, post-place instance area 1570 µm², yosys stat area 1200 µm², GRT Util Overall 4.50%, Synth flops 15, die y size 105 µm, Pwr Density 1290 nW/µm²
## layout make-up
class / instances / area (µm²) / area share [%]
inverter: 11 / 50.0 / 2.84
clock buffer: 4 / 45.0 / 2.55
timing repair buffer: 35 / 298 / 16.9
multi-input combinational: 85 / 876 / 49.6
sequential: 15 / 375 / 21.3
tap: 96 / 120 / 6.81
## critical path: stages
cell and delay [ps]:
buf_8 80, clkinvlp_4 100, buf_12 140, ha_4 150, buf_6 110, nor3b_4 150
nor4_4 300, o211a_1 240, nor2_1 50
## metrics by stage
stage | TNS, ps | setup slack (ps)
6_report | -3890 | -613
3_5_place_dp | -12110 | -1240
4_1_cts | -3840 | -699
3_3_place_gp | -11920 | -1220
2_1_floorplan | -3020 | -631
5_1_grt | -4640 | -697
## cell usage in the layout (no fill, tap or decap), drive strengths merged
cell type      instances
nand3                  3
inv                   10
o31a                   1
dfrtn                  5
buf                   32
o32ai                  1
ha                     8
xnor3                  5
o21ai                  1
nor2                   9
or3b                   1
nand2                  3
xnor2                 10
nand4b                 1
nor4                   1
xor3                   1
o41a                   1
clkinvlp               1
xor2                  12
nor3b                  2
o41ai                  2
dfrtp                 10
and2                   1
nor2b                  2
dlymetal6s2s           1
nand2b                 4
a31oi                  2
or4b                   1
a21oi                  4
nor3                   1
a21boi                 2
mux2i                  2
o21a                   1
a311oi                 2
clkbuf                 5
clkdlybuf4s50          1
o211a                  1
## cells by family after synthesis
logic type | Yosys count | synth area share, %
xor gates and xnor gates | 28 | 28.0
and+or+nand+nor | 29 | 13.5
DFF | 15 | 31.2
muxes | 2 | 1.66
buffers and inverters | 17 | 6.14
AOI/OAI and AO/OA | 18 | 11.1
adders and majority gates | 8 | 8.32
## worst min path at each step
stage	startpoint	endpoint	slack (ps)	cells past startpoint
after CTS	count_p[0]$_DFF_NN0_	count_p[0]$_DFF_NN0_	480	1
after global routing	count_p[0]$_DFF_NN0_	count_p[0]$_DFF_NN0_	540	1
final	count_p[0]$_DFF_NN0_	count_p[0]$_DFF_NN0_	490	1
## flip-flops by register name, indices dropped and copies added (netlist names)
register / cells
count_n: 4
count_n1: 4
count_p: 4
div_out_n: 1
div_out_n1: 1
div_out_p: 1
## what timing repair did
action / in CTS / in global routing
pin swaps: 7 / 13
resized: 19 / 15
buffers inserted: 5 / 7
setup endpoints to repair: 16 / 15
endpoints found under the hold margin: 0 / 0
## where the power goes
group,internal (µW),switching (µW)
sequential,474,240
combinational,771,554
clock,141,101
total,1390,896
## routing by layer
layer  up-vias  share of wire, %  GRT usage, %
met2         9                40          5.87
met1       430                55          7.13
met5         -                 0             0
met4         0              0.68         0.588
met3         2               4.1          1.37
li1        462                 -             -
Power is estimated from default activity; no workload was simulated.
